## design/flow/design.v

```verilog
module colorChanger #(parameter N =25) (input logic clk,
		input logic reset_n, output logic [3:0] red,
		output logic [3:0] blue, output logic [3:0] green);
	logic [N-1:0] q;
	always_ff @(posedge clk, negedge reset_n)
		if(!reset_n) begin q<=0;end
		else
			begin 
			q = q+1;
			end
	always_ff @(posedge q[N-1], negedge reset_n)
	begin
	if(!reset_n) begin red <= 0; blue <= 0; green <= 0; end
		else begin red <= ~ red; blue <= ~ blue; end
	end
endmodule
```

## design/flow/run.sh

```bash
#!/bin/bash
# OpenROAD 26Q1-2900-gdf79404cd8, Yosys 0.63+post, stock flow scripts
make -C /OpenROAD-flow-scripts/flow DESIGN_CONFIG=/design/flow/config.mk WORK_HOME=/design/flow/orfs finish
```

## design/flow/config.mk

```make
export PLATFORM = sky130hd
export DESIGN_NAME = colorChanger
export DESIGN_NICKNAME = colorChanger
export VERILOG_FILES = /design/flow/design.v
export SDC_FILE = /design/flow/constraint.sdc
export NUM_CORES = 4
export LEC_CHECK = 1
export CORE_UTILIZATION = 30
```

## design/flow/constraint.sdc

```tcl
current_design colorChanger

set clk_period 4.4
set clk_io_pct 0.2

create_clock -name clk0 -period $clk_period [get_ports {clk}]

set non_clock_inputs [all_inputs -no_clocks]
set_input_delay [expr $clk_period * $clk_io_pct] -clock clk0 $non_clock_inputs
set_output_delay [expr $clk_period * $clk_io_pct] -clock clk0 [all_outputs]
```

==> impl_metrics.yaml <==
# physical design summary
run_status:
  status: "finished, final reports clean"
clock_tree:
  clockBufferDepth: 2
  insertion_delay_ps: 260
  htreeDepth: 1
  cts_resized: 0
  numCtsBuffers: 3
  path_clk_slew_ps: 80
  ctsHoldBuffers: 0
  post-cts-setup-buffers: 0
  cts_tree: "done"
  cts_root_buffer: "clkbuf_8"
placement:
  port_buffers: 9
  dp_hpwl_mm: 1.40
  place.gp.congestion: 0.752
  place_ws_ps: 2780
  placed_area_sq_um: 1490
  dp_cells: 169
synthesis:
  ys_seq_share_pct: 61.3
  netlist_instances: 108
  edf_count: 0
  async_reset_ff_share_pct: 100
  xor_area_share_pct: 14.9
  mux_share_pct: 0
  synth-area-yosys_sq_um: 1350
  yosysWarningCount: 1
  top_area_share_pct: 61.3
  syn_avg_cell_area_sq_um: 12.5
  ys_sh_simple_pct: 17.5
  common_cells: "dfrtp_1 (33), xnor2_1 (15), inv_1 (10), nand3_1 (10), xor2_1 (8)"
  fa_ha_area_share_pct: 0.929
  aoi_share_pct: 0
  synth_cell_types: 20
  yosys_cells: 108
  synth.most_common_cell: "dfrtp_1"
  top_cells_by_area: "dfrtp_1 (61%), xnor2_1 (9.7%), xor2_1 (5.2%)"
  post_synth_main_logic_family: "simple AND/OR/NAND/NOR gates"
  synth-seq-cells: 33
  synth_area_sq_um: 1350
  synth_area_leader_cell: "dfrtp_1"
  ff_type: "dfrtp_1"
timing:
  slew_violations: 0
  setup_slack_ps: 2880
  finalHoldViolCount: 0
  max_freq_ghz: 0.658
  tns_ps: 0
  rsz0062_at_grt: "false"
  untimed_endpoints: 16
  fin_crit_ps: 1520
  finClkSkew_ps: 1.51
  unclocked_pins: 8
  setup_viol: 0
  finalCritPeriodShare_pct: 34.6
global_route:
  antenna_found_initial: 0
  grt_max_degree: 34
  grt_pass1_vias: 796
  grt_usage_pct: 8.85
  overflow: 0
  grt_pass1_wl_mm: 3.48
power:
  p_int_mw: 0.295
  finalPower_mw: 0.368
  leakagePower_nw: 0.716
  switching_share_pct: 19.8
  p_sw_mw: 0.0728
  pwr-share-clk_pct: 35.8
  seq_power_share_pct: 62.3
  ir_worst_vdd_mv: 0.0891
  power_density_nw_per_um2: 240
  power_frac_comb_pct: 1.9
die:
  dieArea_sq_um: 4760
  boundaryPins: 14
  die_w_um: 69.0
  die_h_um: 69.0
  fp_util_pct: 31.2
  core_area_sq_um: 4320
  rows: 24
flow_run:
  drv_cap: 0
  tool_warnings: 25
routing:
  ant_nets: 0
  drt-total-wl_mm: 1.89
  viasPerCell: 4.50
  antennaDiodeCount: 0
  drtIter0Drc: 22
  drtPass1Iterations: 3
  wl_per_cell_um: 10.9
  drc_errors: 0
  vias: 778
worst_hold_path:
  hp-class: "register to register"
final_layout:
  n_fill_cell: 426
  fin_area_sq_um: 1540
  area_growth_pct: 14.0
  drive_gt1_share_pct: 7.44
  finalNonFillerCells: 173
setup_path:
  cp_slowest_cell: "nor4_4"
  path_delay_family: "simple AND/OR/NAND/NOR gates"
  path_buffers: 0
  critPathKind: "register to register"
  worstPathArrival_ps: 1680
  cp.required_ps: 4560
  startpoint_type: "register"
  max_stage_delay_ps: 430
  cp_cell_sequence: "nand3_1, nor4_4, nand4_1, xnor2_1"
  cp_max_fo: 5
  crit_path_end_kind: "register"
[registers in the layout, summed over array words and instances, names as in the netlist]
| register | flops |
|---|---|
| blue | 4 |
| q | 25 |
| red | 4 |
[layout by cell type (no fill, tap or decap), types with 3 or more instances in the layout]
cell             synthesis  layout
conb_1                   1       4
inv_1                   10      10
clkdlybuf4s50_1          0       9
nand3_1                 10      10
nor2_1                   5       5
nand4_1                  4       4
nand2_1                  6       6
and3_1                   3       3
clkbuf_8                 0       3
xor2_1                   8       8
xnor2_1                 15      15
dfrtp_1                 33      33
[cell families (layout without fill, tap and decap cells)]
logic type	count (synthesis)	in the layout
other cells	1	4
fa+ha+maj	1	1
simple gates	36	36
xor+xnor	23	23
buf+inv	14	24
flops	33	33
[final timing paths]
kind	from	end	slack, ps	depth (start not counted)
setup / recovery	q[7]$_DFF_PN0_	q[22]$_DFF_PN0_	2880	4
hold reg to reg	q[0]$_DFF_PN0_	q[0]$_DFF_PN0_	460	1
max in group asynchronous	reset_n	q[11]$_DFF_PN0_	3110	2
hold / removal	q[0]$_DFF_PN0_	q[0]$_DFF_PN0_	460	1
min in group asynchronous	reset_n	q[8]$_DFF_PN0_	1000	2
setup reg to reg	q[7]$_DFF_PN0_	q[22]$_DFF_PN0_	2880	4
[power by group through the flow]
| stage | clock network [mW] | registers, mW | logic, mW |
|---|---|---|---|
| after global routing | 0.144 | 0.229 | 0.00856 |
| final | 0.132 | 0.229 | 0.00696 |
| after CTS | 0.136 | 0.229 | 0.00756 |
[worst register-to-register path: stages, from the launching register on]
cell and delay (ps):
dfrtp_1 410, nand3_1 270, nor4_4 430, nand4_1 170, xnor2_1 140
[per-stage QoR]
stage / utilization [%] / hold WS [ps]
3_3_place_gp: 34.5 / 434
6_report: 35.5 / 461
2_1_floorplan: - / 422
5_1_grt: 35.5 / 500
4_1_cts: 35.5 / 465
3_5_place_dp: 34.5 / 453
[final cells by class]
class | count | area [sq um] | share of cell area (%)
Timing Repair Buffer | 10 | 97.6 | 6.35
Multi-Input combinational cell | 64 | 465 | 30.3
Inverter | 10 | 37.5 | 2.44
Clock buffer | 4 | 45.0 | 2.93
Tap cell | 52 | 65.1 | 4.23
Sequential cell | 33 | 826 | 53.7
[routing by layer]
metal / part of all wire (%) / up-vias / track usage (%)
li1: - / 372 / -
met1: 52 / 388 / 13.5
met2: 43 / 15 / 13.6
met3: 4.0 / 3 / 2.23
met4: 1.2 / 0 / 1.13
met5: 0 / - / 0
No activity file was given, so power comes from the tool's default toggle rates.
